==> flow/design.v <==
module verified_div_32bit(
    input wire [31:0] A,    
    input wire [15:0] B,    
    output wire [31:0] result,  
    output wire [31:0] odd       
);
wire [63:0] tmp_a;  
wire [63:0] tmp_b;  
reg [31:0] quotient;  
reg [31:0] remainder;  
prep_dividend prep (
    .A(A),
    .B(B),
    .tmp_a(tmp_a),
    .tmp_b(tmp_b)
);
div_operation div_op (
    .tmp_a(tmp_a),
    .tmp_b(tmp_b),
    .quotient(quotient),
    .remainder(remainder)
);
assign result = quotient;
assign odd = remainder;
endmodule
module prep_dividend(
    input wire [31:0] A,
    input wire [15:0] B,
    output reg [63:0] tmp_a,
    output reg [63:0] tmp_b
);
always @(*) begin
    tmp_a = {32'b0, A};  
    tmp_b = {B, 32'b0};  
end
endmodule
module div_operation(
    input wire [63:0] tmp_a,
    input wire [63:0] tmp_b,
    output reg [31:0] quotient,
    output reg [31:0] remainder
);
integer i;
always @(*) begin
    quotient = 0;
    remainder = tmp_a;  
    for (i = 0; i < 32; i = i + 1) begin
        remainder = remainder << 1;  
        if (remainder >= tmp_b) begin
            remainder = remainder - tmp_b;  
            quotient = quotient | (1 << (31 - i));  
        end
    end
end
endmodule
==> flow/run.sh <==
#!/bin/bash
# OpenROAD 26Q1-2900-gdf79404cd8, Yosys 0.63+post, stock flow scripts
make -C /OpenROAD-flow-scripts/flow DESIGN_CONFIG=/design/flow/config.mk WORK_HOME=/design/flow/orfs finish
==> flow/config.mk <==
export PLATFORM = sky130hd
export DESIGN_NAME = verified_div_32bit
export DESIGN_NICKNAME = verified_div_32bit
export VERILOG_FILES = /design/flow/design.v
export SDC_FILE = /design/flow/constraint.sdc
export NUM_CORES = 4
export LEC_CHECK = 1
export CORE_AREA = 10 10 70 70
export DIE_AREA = 0 0 80 80
==> flow/constraint.sdc <==
current_design verified_div_32bit

set clk_period 2.8
set clk_io_pct 0.2

create_clock -name clk0 -period $clk_period

set non_clock_inputs [all_inputs -no_clocks]
set_input_delay [expr $clk_period * $clk_io_pct] -clock clk0 $non_clock_inputs
set_output_delay [expr $clk_period * $clk_io_pct] -clock clk0 [all_outputs]
==> results.txt <==
Place WS = -0.0580 ns
Final Hold Viols = 0
die width = 80 um
hpwl dp = 1870 um
mapped cell area = 657 um2
Seq cells = 0
post-layout min period = 2.74 ns
CLK BUF = 0
DRC errors left = 0
worst hold path class = in2out
ys cells = 81
crit path DRT = 2.24 ns
Setup CP Type = in2out
Setup WS post-layout = 0.0592 ns
Global Route Usage Sum = 6.14%
IO Pins = 112
DRT iter0 DRCs = 18
CP top delay family = buffers and inverters
layout cells sized above 1 = 18.8%
GPL Wtd Cong = 0.703
worst path cell trace = clkdlybuf4s50_1 > nor4_4 > buf_4 > buf_4 > and4_1 > clkdlybuf4s50_1
antenna cells = 0
Pwr Density = 46.2 nW/um2
Crit-path slowest cell = clkdlybuf4s50_1
DRT Pass-1 Iters = 4
yosys stat area = 657 um2
xor+xnor area frac = 0%
Max Clk Rate = 0.365 GHz
Post-DRT Antenna Nets = 0
MI comb area = 462 um2
Synth area leader = buf_4
# fillers = 347
Std-Cell Rows = 21
WP buf/inv = 4
Storage cell area = 0 um2
CORE AREA = 3420 um2
GR Overflow Total = 0
MaxCap Viol Count = 0
AO/OA Area Share = 0%
# hold bufs at CTS = 0
Max-area cell share = 45.7%
vias in the first global route = 597
P_leak = 0.000621 uW
Worst IR Drop VDD = 23.5 uV
Synth top cell by count = buf_4
biggest area cells = buf_4, and4_1, nor4_2
setup_tns = 0 ns
largest net degree at the start of global routing = 19
Synth Area in Adders = 0%
final setup vio count = 0
RSZ-0062 raised after global routing = no
Post-Synthesis Cells = 81
Starting Density = 19.2%
smallest hold slack = 1.83 ns
I/O Buffers = 48
first-pass GRT wire length = 3280 um
critical path arrival = 2.18 ns
Power Total = 57.1 uW
initial antenna violation count = 0
die area = 6400 um2
status = finished clean
Setup crit start kind = primary input
DRT Wirelength = 2600 um
crit share post-route = 97.9%
maximum fanout along the worst path = 7
mux share = 0%
Die H = 80 um
Pins Over Slew Limit = 0
Post-Synth Simple-Gate Area = 46.3%
Dominant combinational family = buffers and inverters
Vias per Instance = 3.84
post-synthesis cell type count = 6
register share after synthesis = 0%
tool warning count = 65
crit end category = output port
Ys Warns = 2
via count = 687
slowest stage delay, CP = 0.47 ns
WL/cell = 14.5 um
top cells by count = buf_4, and4_1, clkbuf_1, nor4_2, buf_6
Synth Area per Inst = 8.11 um2
Area Overhead vs Synth = 88.4%
[tightest hold or removal path: cells and delay by family]
family	cells	cell delay (ns)
buffers and inverters	4	0.53
and+or+nand+nor	2	0.19
[kinds of logic after synthesis]
logic type,after synthesis
other cells,1
simple gates,33
buf+inv,47
[where the power goes]
group,leakage [uW],switching [uW],internal (uW),total (uW)
Sequential,0,0,0,0
Combinational,0.000621,24.5,32.6,57.1
Clock,0,0,0,0
[metal layers]
| layer | vias to the layer above | GRT usage (%) | part of all wire (%) |
|---|---|---|---|
| li1 | 339 | - | - |
| met1 | 302 | 7.45 | 40 |
| met2 | 46 | 9.39 | 43 |
| met3 | 0 | 4.09 | 17 |
| met4 | 0 | 0 | 0 |
| met5 | - | 0 | 0 |
[cells in the final DEF, fill, tap and decap left out]
master and instances:
clkdlybuf4s15_2 1, dlygate4sd2_1 3, buf_4 11, and4_4 1
nor4_4 4, conb_1 32, buf_12 1, dlymetal6s2s_1 11
clkdlybuf4s50_1 34, and4_1 28, bufbuf_16 1, buf_6 6
[worst paths after layout]
kind | start | to | slack, ns | cells after the start
setup / recovery | B[13] | result[31] | 0.06 | 6
hold / removal | B[12] | result[13] | 1.83 | 6
[timing repair]
action                     4_1_cts  5_1_grt
cloned                           2        5
gates resized                    5       19
pin swaps                        1        5
setup buffers                    2        4
setup endpoints to repair        8       32
[metrics by stage]
step / cells / util, % / instance area [um2]
3_3_place_gp: 166 / 31.1 / 1060
3_5_place_dp: 166 / 31.1 / 1060
6_report: 179 / 36.2 / 1240
4_1_cts: 170 / 32.9 / 1120
2_1_floorplan: 112 / - / 773
5_1_grt: 179 / 36.2 / 1240
[cell type report]
type	count	area share [%]
timing repair buffer	68	58.0
multi-input combinational	65	37.3
tap	46	4.65
No activity file was given, so power comes from the tool's default toggle rates.
