===== config.mk =====
export PLATFORM = sky130hd
export DESIGN_NAME = verified_multiplier_32bit
export DESIGN_NICKNAME = verified_multiplier_32bit
export VERILOG_FILES = /design/flow/design.v
export SDC_FILE = /design/flow/constraint.sdc
export NUM_CORES = 4
export LEC_CHECK = 1
export CORE_UTILIZATION = 50

===== run.sh =====
#!/bin/bash
# OpenROAD 26Q1-2900-gdf79404cd8, Yosys 0.63+post, stock flow scripts
make -C /OpenROAD-flow-scripts/flow DESIGN_CONFIG=/design/flow/config.mk WORK_HOME=/design/flow/orfs finish

===== design.v =====
module verified_multiplier_32bit(A, B, P);
    input [31:0] A;   
    input [31:0] B;   
    output [63:0] P;  
    wire [31:0] partials[31:0];  
    wire [63:0] sum[31:0];        
    genvar i, j;
    generate
        for (i = 0; i < 32; i = i + 1) begin : partial_product
            assign partials[i] = A & {32{B[i]}};
        end
    endgenerate
    assign sum[0] = {32'b0, partials[0]};
    generate
        for (j = 1; j < 32; j = j + 1) begin : add_partials
            adder_64 adder_inst (
                .A(sum[j-1]),
                .B({32'b0, partials[j]}),
                .S(sum[j])
            );
        end
    endgenerate
    assign P = sum[31];  
endmodule
module adder_64(A, B, S);
    input [63:0] A;  
    input [63:0] B;  
    output [63:0] S;  
    assign S = A + B;  
endmodule

===== constraint.sdc =====
current_design verified_multiplier_32bit

set clk_period 21.0
set clk_io_pct 0.2

create_clock -name clk0 -period $clk_period

set non_clock_inputs [all_inputs -no_clocks]
set_input_delay [expr $clk_period * $clk_io_pct] -clock clk0 $non_clock_inputs
set_output_delay [expr $clk_period * $clk_io_pct] -clock clk0 [all_outputs]

==> impl_metrics.csv <==
group,metric,value,unit
min_path,hold_path.class,"primary input to output port",
global_routing,grt_pass1_vias,22300,
routing,drtIter0Drc,628,
place,portBuffers,102,
final_timing,hold_violations,0,
global_routing,grt-busiest-layer,"met2",
final_layout,area_growth_syn_to_layout,5.33,%
final_timing,fin_crit,17.07,ns
final_layout,ff_latch_area,0,µm²
final_timing,finalSetupViolations,0,
logic_synthesis,ys_types,52,
logic_synthesis,yosys_area,30200,µm²
logic_synthesis,synth_seq_share,0,%
logic_synthesis,yosysWarnings,1,
routing,drc,0,
routing,via_per_inst,4.89,
place,place_inst,4121,
logic_synthesis,netlist_top_cells_area,"fa_1 63%, inv_1 11%, nand2_1 9.2%",
final_timing,rsz0062_at_grt,"false",
critical_path,cp.required,16.80,ns
critical_path,slowest_stage,"clkdlybuf4s50_1",
critical_path,critPathBufInv,9,
place,dp_slack,3.90,ns
clock_network,cts_resized,0,
final_layout,ff_count,0,
global_routing,grt_overflow_total,0,
place,dp_hpwl,54800,µm
logic_synthesis,synthCells,3384,
run,drv_cap,0,
final_timing,setup_ws,3.93,ns
critical_path,crit_type,"primary input to output port",
critical_path,cp_max_fo,32,
global_routing,grt_pass1_wl,116000,µm
final_timing,fmax,0.0586,GHz
routing,vias,20200,
floorplanning,coreArea,59400,µm²
logic_synthesis,yosys.area.top_type_share,63.2,%
status,status,"completed",
logic_synthesis,syn_area,30200,µm²
final_layout,final_cells,4121,
logic_synthesis,synth-cells-yosys,3384,
final_layout,comb_area,25900,µm²
final_timing,maxSlewHeadroom,39.7,%
final_layout,fill_cells,5218,
critical_path,endpoint_kind,"output port",
routing,drt-pass1-iter-count,5,
global_routing,met1_usage,38.9,%
routing,n_antenna_cell,0,
global_routing,track_usage,27.1,%
floorplanning,core.rowCount,89,
logic_synthesis,largest_area_cell,"fa_1",
final_timing,finalClockPeriodUsage,81.3,%
critical_path,arrival,12.87,ns
floorplanning,ioPinCount,128,
global_routing,met2_usage,41.1,%
final_timing,tightest_slew,0.902,ns
routing,final_antenna_net_count,0,
run,warnings,34,
global_routing,grt_use_met3,13.3,%
global_routing,antenna_found_initial,0,
final_layout,drive_above_1_share,2.30,%
final_layout,final_core_util,53.6,%
clock_network,post_cts_buffers,0,
global_routing,grt_max_degree,33,
final_timing,setup_tns,0,ns
logic_synthesis,syn_avg_cell_area,8.93,µm²
critical_path,cp_top_family,"adder cells",
clock_network,hold_buffers,0,
critical_path,crit_path_start_kind,"primary input",
routing,drt_wl_total,68700,µm
final_layout,nClkBuffers,0,
floorplanning,core_util_floorplan,50.9,%
critical_path,path_common_cell,"fa_1",
place,place_congestion,0.957,
floorplanning,die-height,248,µm
routing,wl_per_cell,16.7,µm
final_timing,finalMaxSlewViolations,0,
floorplanning,die-width,248,µm
floorplanning,chipArea,61400,µm²
critical_path,max_stage_delay,1.06,ns
worst min-delay path, delay by kind of cell:
kind	cells	cell delay, ns
buffers and inverters	3	1.20
adders and majority gates	2	0.30
and+or+nand+nor	1	0.18
final timing paths:
check	from	endpoint	cells after the start
max	A[2]	P[32]	28
min	A[0]	P[1]	6
metrics by stage:
step | hold WS, ns | instance area, µm²
floorplan | 8.72 | 30300
global route | 10.19 | 31800
global placement | 10.05 | 31800
CTS | 10.07 | 31800
detailed placement | 10.06 | 31800
finish | 10.08 | 31800
cells by family after synthesis:
family          count (synthesis)  synth area share (%)
buf+inv                      1137                  14.5
simple gates                 1088                  16.2
fa+ha+maj                    1018                  65.8
compound gates                110                  2.57
xor+xnor                       29                 0.841
mux                             1                0.0331
other cells                     1                0.0124
routing by layer:
layer | routed length (µm) | up-vias
met1 | 25800 | 10200
met2 | 33100 | 723
li1 | - | 9192
met3 | 8410 | 82
met4 | 1220 | 2
met5 | 89 | -
cells in the final DEF (no fill, tap or decap), drive strengths merged, types with 7 or more instances in the layout:
master         count
ha                64
clkdlybuf4s50    102
xor2               8
conb              26
and2             298
o21ai             15
a21oi             30
nand3              7
fa               954
nor2              16
xnor2             21
buf               64
o21bai             7
inv              910
a211oi             7
a21o              24
nand2            743
cell type report:
| type | instances | share of cell area, % |
|---|---|---|
| multi-input combinational | 2272 | 81.5 |
| inverter | 910 | 10.7 |
| timing repair buffer | 166 | 4.72 |
| tap | 773 | 3.04 |
cells in the mapped netlist, types with 6 or more instances:
master	n
fa_1	954
inv_1	910
nand2_1	743
and2_1	298
clkbuf_1	200
ha_1	64
a21oi_1	28
buf_4	26
a21o_1	22
xnor2_1	21
nor2_1	16
o21ai_0	13
xor2_1	8
nand3_1	7
o21bai_1	7
a211oi_1	6
nand4_1	6
