### design/flow/design.v
module multiplier_32bit (
    input wire [15:0] x,
    input wire [15:0] y,
    output wire [31:0] prod
);
    wire [15:0] p1, p2, p3, p4;
    wire [23:0] temp1, temp2, temp3, temp4;
    mult8 mult8_inst1 (
        .a(x[7:0]),
        .b(y[7:0]),
        .p(p1)
    );
    mult8 mult8_inst2 (
        .a(x[7:0]),
        .b(y[15:8]),
        .p(p2)
    );
    mult8 mult8_inst3 (
        .a(x[15:8]),
        .b(y[7:0]),
        .p(p3)
    );
    mult8 mult8_inst4 (
        .a(x[15:8]),
        .b(y[15:8]),
        .p(p4)
    );
    assign temp1 = {8'b0, p1};
    assign temp2 = {p2, 8'b0};
    assign temp3 = {p3, 8'b0};
    assign temp4 = {p4, 16'b0};
    assign prod = temp1 + temp2 + temp3 + temp4;
endmodule
module mult8 (
    input wire [7:0] a,
    input wire [7:0] b,
    output wire [15:0] p
);
    wire [15:0] partial [7:0];
    genvar i;
    generate
        for (i = 0; i < 8; i = i + 1) begin : bit_multiply
            assign partial[i] = (b[i] ? (a << i) : 16'b0);
        end
    endgenerate
    assign p = partial[0] + partial[1] + partial[2] + partial[3] + partial[4] + partial[5] + partial[6] + partial[7];
endmodule
### design/flow/run.sh
#!/bin/bash
# OpenROAD 26Q1-2900-gdf79404cd8, Yosys 0.63+post, stock flow scripts
make -C /OpenROAD-flow-scripts/flow DESIGN_CONFIG=/design/flow/config.mk WORK_HOME=/design/flow/orfs finish
### design/flow/config.mk
export PLATFORM = sky130hd
export DESIGN_NAME = multiplier_32bit
export DESIGN_NICKNAME = multiplier_32bit
export VERILOG_FILES = /design/flow/design.v
export SDC_FILE = /design/flow/constraint.sdc
export NUM_CORES = 4
export LEC_CHECK = 1
export CORE_UTILIZATION = 40
### design/flow/constraint.sdc
current_design multiplier_32bit

set clk_period 21.5
set clk_io_pct 0.2

create_clock -name clk0 -period $clk_period

set non_clock_inputs [all_inputs -no_clocks]
set_input_delay [expr $clk_period * $clk_io_pct] -clock clk0 $non_clock_inputs
set_output_delay [expr $clk_period * $clk_io_pct] -clock clk0 [all_outputs]
==> flow_summary.json <==
{
  "synthAoiAreaFrac_pct": 9.06,
  "simple_gate_share_pct": 19.5,
  "synthTopLogicFamily": "adder cells",
  "ant_nets": 0,
  "fp.coreArea_um2": 19600,
  "grt_pass1_vias": 5973,
  "chipArea_um2": 20600,
  "lay_top_cells": "206 x inv_1, 133 x fa_1, 130 x nand2_1",
  "post_cts_buffers": 0,
  "syn2layout_area_growth_pct": 10.6,
  "min_to": "prod[0]",
  "syn-instance-count": 996,
  "top_layer": "met4",
  "wirelength_met1_um": 8090,
  "dr.first_iter.drc_count": 176,
  "final_common_cell": "inv_1",
  "design.seq.count": 0,
  "cp_slowest_cell": "clkdlybuf4s50_1",
  "num_io_pins": 64,
  "min_period_ns": 17.44,
  "slowest_delay_ns": 0.80,
  "max-slew-margin-rel_pct": 54.3,
  "worstPathRequired_ns": 17.20,
  "met2_length_um": 7530,
  "port_buffers": 58,
  "drv_slew": 0,
  "outcome": "completed",
  "detailedPlacementHpwl_um": 13900,
  "rows": 51,
  "grt_overflow": 0,
  "layout-drive-gt1-share_pct": 2.03,
  "mux_share_pct": 0,
  "worstPathArrival_ns": 13.14,
  "crit_family": "adder cells",
  "nClkBuffers": 0,
  "routed_wirelength_um": 16600,
  "dr.pass1.iters": 4,
  "vias": 6091,
  "grt_pass1_wl_um": 28700,
  "die_h_um": 144,
  "grt_start_max_net_pins": 19,
  "wire_per_inst_um": 12.8,
  "synth-xor-area-share_pct": 6.66,
  "grt_use_total_pct": 18.5,
  "cts_resized": 0,
  "ys_types": 44,
  "drc": 0,
  "regArea_um2": 0,
  "path_class": "in2out",
  "critPathBufInv": 8,
  "worst_pin_slew_ns": 0.683,
  "fp_util_pct": 41.0,
  "ctsHoldBuffers": 0,
  "ys_cells": 996,
  "fp.dieW_um": 144,
  "diodes": 0,
  "adder_share_pct": 53.0,
  "min_from": "y[0]",
  "end_kind": "output port",
  "maxCapViolations": 0,
  "worstHoldPathType": "in2out",
  "gp_congestion": 0.853,
  "yosysWarnings": 1,
  "antenna_found_initial": 0,
  "ys_chip_area_um2": 8030,
  "hold_violations": 0,
  "cp-start-kind": "primary input",
  "path_max_fanout": 16,
  "ys_seq_share_pct": 0,
  "period_used_pct": 81.1,
  "post-route-util_pct": 45.3,
  "fmax_mhz": 57.3,
  "via_per_inst": 4.70,
  "worstHoldPathCells": 3,
  "synth_area_um2": 8030,
  "rsz0062_at_grt": "no",
  "postSynthAreaPerCell_um2": 8.06,
  "fin_setup_tns_ns": 0,
  "finalSetupViolCount": 0,
  "warnings": 32,
  "met3_length_um": 1020
}
stage by stage:
stage	setup WS [ns]	hold slack (ns)	std cells	cell area, µm²
global route	3.34	9.98	1297	8870
detailed placement	3.94	9.92	1297	8870
floorplan	5.69	8.67	1001	8040
global placement	4.01	9.90	1297	8870
finish	4.06	9.90	1297	8870
CTS	3.92	9.92	1297	8870
tightest hold or removal path, stage by stage:
cell and delay (ns):
clkdlybuf4s50_1 0.63, and2_1 0.28, clkdlybuf4s50_1 0.40
logic make-up (layout without fill, tap and decap cells):
logic type | Yosys count | in the layout
other cells | 1 | 6
simple gates | 320 | 320
buf+inv | 245 | 276
fa+ha+maj | 260 | 260
compound gates | 109 | 109
xor+xnor | 61 | 61
area by class of cell:
type                       count  area (µm²)
fill                        1940       10700
inverter                     207         777
multi-input combinational    756        7100
tap                          265         332
timing repair buffer          69         663
per-layer routing:
layer  vias up  track usage (%)
li1       3116                -
met1      2875             28.9
met4         0            0.112
met2        98             29.3
met3         2             3.46
met5         -                0
worst max path at each step:
stage,startpoint,endpoint,slack [ns],cells after the start
after CTS,x[1],prod[19],3.92,34
after global routing,y[1],prod[21],3.34,35
final,x[1],prod[19],4.06,34
synth_stat cells (all sizes together) (2+ instances only):
library cell    n  area, µm²
or3             3       18.8
nor2b           7       43.8
o41ai           5       43.8
a21oi          25        125
xnor2          38        333
a21o           10       75.1
nor3           11       60.1
buf             6       45.0
nand2         130        488
o21bai          2       15.0
fa            133       2660
nand2b          7       43.8
ha            127       1590
a31oi           2       18.8
a21boi          6       45.0
a211oi          8       82.6
nand3           5       25.0
o31ai           4       35.0
inv           207        777
and2          113        707
o21a            9       67.6
xor2           23        201
a221oi          2       23.8
nor4            2       12.5
clkbuf         32        120
nor2           39        146
o21ai          31        155
